### flow/run.sh
#!/bin/bash
# OpenROAD 26Q1-2900-gdf79404cd8, Yosys 0.63+post, stock flow scripts
make -C /OpenROAD-flow-scripts/flow DESIGN_CONFIG=/design/flow/config.mk WORK_HOME=/design/flow/orfs finish
### flow/config.mk
export PLATFORM = sky130hd
export DESIGN_NAME = clockdiv
export DESIGN_NICKNAME = clockdiv
export VERILOG_FILES = /design/flow/design.v
export SDC_FILE = /design/flow/constraint.sdc
export NUM_CORES = 4
export LEC_CHECK = 1
export CORE_AREA = 10 10 84 84
export DIE_AREA = 0 0 94 94
### flow/constraint.sdc
current_design clockdiv

set clk_period 2.5
set clk_io_pct 0.2

create_clock -name clk0 -period $clk_period [get_ports {clk}]

set non_clock_inputs [all_inputs -no_clocks]
set_input_delay [expr $clk_period * $clk_io_pct] -clock clk0 $non_clock_inputs
set_output_delay [expr $clk_period * $clk_io_pct] -clock clk0 [all_outputs]
### flow/design.v
`timescale 1ns / 1ps
module clockdiv(
	input wire clk,		 
	input wire clr,		 
	output wire logicclk,
	output wire dclk,		 
	output wire segclk	 
	);
reg [16:0] q;
always @(posedge clk or posedge clr)
begin
	if (clr == 1)
		q <= 0;
	else
		q <= q + 1;
end
assign segclk = q[16];
assign dclk = q[1];
assign logicclk = q[16];
endmodule
==> results_dict.tcl <==
# implementation run metrics
set metrics [dict create \
    outcome "finished, final reports clean" \
    clkPwrFrac_pct 41.0 \
    slew_headroom_pct 58.11 \
    rsz0062_at_grt "no" \
    vias 459 \
    seq_power_share_pct 57.6 \
    yosys_cells 64 \
    die_y_um 94 \
    cts_hold_buf 0 \
    p_total_w 0.0004778 \
    dieArea_um2 8836 \
    antenna_found_initial 0 \
    grt_pass1_wl_um 2028 \
    tns_ps 0 \
    clock.latency.late_pin_ps 250 \
    worstPathRequired_ps 2000 \
    worst_pin_slew_ps 627.7 \
    placedCellCount 137 \
    netlist_area_um2 772.0 \
    crit_path_start_kind "register" \
    cts_sinks 17 \
    finalMaxSlewViolations 0 \
    crit_path_max_incr_delay_ps 490 \
    fp_util_pct 14.83 \
    yosys-top-cells-area "dfrtp_1, xor2_1, nor4_2, nand4_2, xnor2_1" \
    warnings 25 \
    wl_per_cell_um 8.560 \
    critPathBufInv 1 \
    gp_congestion 0.8019 \
    p_switching_w 0.00009096 \
    portBuffers 4 \
    rows 26 \
    grt_max_degree 18 \
    grt.total_usage_pct 2.854 \
    fin_worst_skew_ps 6.093 \
    via_per_inst 3.255 \
    die_x_um 94 \
    cts-resized-gates 0 \
    max_freq_mhz 609.8 \
    area_growth_pct 21.56 \
    drtIter0Drc 26 \
    largest_reg_flops 17 \
    ctsRootBufferMaster "clkbuf_8" \
    grt_pass1_vias 454 \
    crit_fanout 3 \
    intPower_w 0.0003868 \
    period_used_pct 65.60 \
    drive_above_1_share_pct 16.90 \
    cts_buffers 3 \
    cp-end-kind "output pin" \
    ant_nets 0 \
    grt-ovfl-total 0 \
    n_antenna_cell 0 \
    cts_tree "done" \
    cap_violations 0 \
    p_sw_share_pct 19.04 \
    top_regs "q: 17 flops" \
    arrival_ps 1140 \
    numSynthFlops 17 \
    slowest_stage "clkdlybuf4s50_1" \
    yosysWarnings 1 \
    postCtsSetupRepairBufs 0 \
    crit_type "reg2out" \
    ys_seq_share_pct 55.11 \
    core-area_um2 5205 \
    ir_worst_vdd_uv 205.5 \
    yosysUniqueCellTypes 14 \
    synthCells 64 \
    placed_cell_area_um2 892.1 \
    layout_min_cycle_time_ps 1640 \
    drt-total-wl_um 1207 \
    leakagePower_nw 0.4146 \
    ys_chip_area_um2 772.0 \
    crit_chain "clkdlybuf4s50_1" \
    clk_pin_slew_worst_paths_ps 70 \
    fin_util_pct 18.03 \
    top_register "q" \
    io_pins 5 \
    critPathTopFamily "buffers and inverters" \
    cts.path.max_buffers 2 \
    largest_area_cell "dfrtp_1" \
    drt_pass1_iterations 4 \
    dp_hpwl_um 919.9 \
    power-per-cell-area_nw_per_um2 509.1 \
    hold_path_class "reg2reg" \
    final-hold-violation-count 0 \
    htreeDepth 1 \
    fin_area_um2 938.4 \
    final_cell_count_no_fill 141 \
    drc 0 \
    synth_top_area_share_pct 55.11 \
    power_frac_comb_pct 1.4 \
    finalSetupViolCount 0 \
    synth_area_per_cell_um2 12.06 \
]
## cell usage in the layout (no fill, tap or decap)
master           synthesis  final
ha_1                     1      1
nand4_2                  3      3
dfrtp_1                 17     17
xor2_1                  11     11
nand3_2                  1      1
nor2_1                   4      4
clkdlybuf4s50_1          0      4
nand2_1                  4      4
xnor2_1                  4      4
clkinv_2                 0      1
clkbuf_8                 0      3
nand3_1                  4      4
nand4_1                  2      2
inv_1                    4      4
nor4_2                   4      4
nor3_1                   4      4
## cell usage after synthesis
cell type,instances
dfrtp_1,17
xnor2_1,4
xor2_1,11
nand3_1,4
nand2_1,4
nand4_2,3
nor2_1,4
nand4_1,2
nand3_2,1
ha_1,1
buf_4,1
nor4_2,4
nor3_1,4
inv_1,4
## power groups by stage
stage | registers, W | logic [W] | clock network [W]
4_1_cts | 0.000275 | 0.00000700 | 0.000203
5_1_grt | 0.000275 | 0.00000774 | 0.000215
6_report | 0.000275 | 0.00000658 | 0.000196
## final timing paths
check | start | end | slack, ps | cells after the start
min | q[0] | q[0] | 480 | 1
max | q[16] | logicclk | 860 | 1
max reg2reg | q[1] | q[16] | 1110 | 4
min in group asynchronous | clr | q[2] | 630 | 2
max in group asynchronous | clr | q[4] | 1460 | 2
min reg2reg | q[0] | q[0] | 480 | 1
## cell type report
cell class | instances | area (µm²)
well taps | 70 | 87.58
repair buffers | 4 | 40.04
inverters | 4 | 15.01
multi-input cells | 42 | 324.1
fillers | 569 | 4267
flip-flops and latches | 17 | 425.4
clock buffers | 3 | 41.29
clock inverters | 1 | 5.005
## per-layer routing
metal | global-route usage, % | routed length (µm) | up-vias
met3 | 1.292 | 81 | 2
met5 | 0 | 0 | -
met1 | 3.407 | 572 | 218
li1 | - | - | 232
met4 | 0.3797 | 19 | 0
met2 | 4.724 | 534 | 7
## logic make-up (layout without fill, tap and decap cells)
kind of cell | Yosys count | after routing | synth area share [%]
XOR/XNOR | 15 | 15 | 17.02
adder cells (fa/ha/maj) | 1 | 1 | 1.620
buffers and inverters | 5 | 12 | 2.917
flip-flops | 17 | 17 | 55.11
AND/OR/NAND/NOR | 26 | 26 | 23.34
## metrics by stage
stage	hold slack [ps]	setup slack (ps)
after floorplan	426.1	1223
after global placement	452.7	1113
after detailed placement	469.3	1106
after CTS	480.4	827.6
after global routing	497.8	793.2
final	476.9	860.1
Power and IR drop assume default switching activity.
