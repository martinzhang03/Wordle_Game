[flow/run.sh]
#!/bin/bash
# OpenROAD 26Q1-2900-gdf79404cd8, Yosys 0.63+post, stock flow scripts
make -C /OpenROAD-flow-scripts/flow DESIGN_CONFIG=/design/flow/config.mk WORK_HOME=/design/flow/orfs finish
[flow/design.v]
`timescale 1ns / 1ps
module selectionStage(
	input clk,
	input clr,
   	input left, 
   	input right,
   	input up,
   	input down,
	input [7:0] sw,
   	input [34:0] rowValuesFlat,
   	output [2:0] columnOut,
   	output submitted,
	output [6:0] value
	);
	wire [6:0] rowValues [0:4];
	assign rowValues[0] = rowValuesFlat[6:0];
	assign rowValues[1] = rowValuesFlat[13:7];
	assign rowValues[2] = rowValuesFlat[20:14];
	assign rowValues[3] = rowValuesFlat[27:21];
	assign rowValues[4] = rowValuesFlat[34:28];
    reg submit = 0;
	localparam NORMAL = 2'b00;
	localparam LEFT_TRANSITION = 2'b01;
	localparam RIGHT_TRANSITION = 2'b10;
	localparam ROW_TRANSITION = 2'b11;
	localparam WAIT = 3'b100;
	reg [2:0] state = NORMAL;
    reg [2:0] column;
    reg [6:0] currentValue; 
    assign submitted=submit;
    assign columnOut=column;  
    wire [4:0] currentLetter;
    assign currentLetter = sw[4:0];  
    wire [6:0] last_time_letter;  
    assign last_time_letter = rowValues[column];  
always @(posedge clk or posedge clr)  
begin   
	if (clr) 
	begin
		state <= WAIT;
		column <= 0;
		submit <= 0; 
        currentValue <= 7'b1111010;   
	 end   
	 else 
	 begin  
   if(column == 0 && last_time_letter[4:0] == 5'b00001)  
   begin  
    currentValue <= 7'b1111010;  
   end  
   else  
   begin  
   currentValue <= last_time_letter;  
   end  
		if (state == NORMAL) 
		begin
    		currentValue <= currentValue | 7'b1100000;
    		if(right) 
    		begin
            	if(column!=4) 
            	begin
					currentValue <= last_time_letter & 7'b0011111;
					state <= RIGHT_TRANSITION;
				end  
        	end
		  	else if(left) 
			begin
        		if(column!=0) 
            	begin
					currentValue <= last_time_letter & 7'b0011111;
					state <= LEFT_TRANSITION;
        		end
    		end
    		else if(up)
    		begin
				submit <= 1;
				currentValue <= {2'b00, sw[4:0]};
    			state <= WAIT;
    		end
		end 
		else if (state == LEFT_TRANSITION) 
		begin
			currentValue <= rowValues[column-1] | 7'b1100000;
			column <= column-1;
			state <= NORMAL;
		end 
		else if (state == RIGHT_TRANSITION) 
		begin
			currentValue<=rowValues[column+1] | 7'b1100000;
			column <= column+1;
			state <= NORMAL;
		end  
        else if (state == WAIT) begin 
			if (down) 
            begin 			
            	submit <= 0;  
                state <= NORMAL; 
            end
		end  
    end  
end 
assign columnOut=column;
assign value=currentValue;
assign submitted=submit;
endmodule
[flow/constraint.sdc]
current_design selectionStage

set clk_period 5.3
set clk_io_pct 0.2

create_clock -name clk0 -period $clk_period [get_ports {clk}]

set non_clock_inputs [all_inputs -no_clocks]
set_input_delay [expr $clk_period * $clk_io_pct] -clock clk0 $non_clock_inputs
set_output_delay [expr $clk_period * $clk_io_pct] -clock clk0 [all_outputs]
[flow/config.mk]
export PLATFORM = sky130hd
export DESIGN_NAME = selectionStage
export DESIGN_NICKNAME = selectionStage
export VERILOG_FILES = /design/flow/design.v
export SDC_FILE = /design/flow/constraint.sdc
export NUM_CORES = 4
export LEC_CHECK = 1
export CORE_UTILIZATION = 30
==> Table 3: Implementation characteristics <==
Physical design parameters

Parameter                              Value

Run status
  Outcome .................. finished, final reports clean

Cells and area
  Fraction of layout cells with a size suffix above 1 .................. 0.07540
  Most numerous logic cells after layout .................. 56 x clkdlybuf4s50_1, 17 x nor2_1, 16 x o21ai_0, 16 x nand2_1, 13 x a21oi_1
  Area growth syn-to-layout .................. 39.97%
  Fill cells .................. ~530
  Final core utilization .................. 0.4382
  Most frequent logic cell in the layout .................. clkdlybuf4s50_1

CTS
  Root buffer cell .................. clkbuf_8
  Setup fix buffers added after clock tree synthesis .................. 0
  Clock Sink Count .................. 14
  Clock tree from TritonCTS .................. done
  Total clock buffers created by CTS .................. 3
  Count of hold-fix buffers inserted at cts .................. 0
  CTS HTree Levels .................. 1
  Insertion delay of the later-clocked pin in the worst-skew pair .................. 0.25 ns
  Clock Path Buffers .................. 2
  Clock-pin transition on the worst setup and hold timing paths .................. approximately 0.06 ns
  Gates resized, CTS repair .................. 0

STA
  Setup repair after global routing missed its margin .................. no
  Sum Neg Setup Slack .................. 0 ns
  Max Transition Viols Final .................. 0
  Final critical delay including setup and external delays .................. 2.988 ns
  Max Clock Skew .................. 0.008556 ns
  Hold violation count in the final report .................. 0
  Slew at the pin with the worst max-slew slack .................. about 0.75 ns
  Slew HR .................. 0.4969
  Upper clock frequency limit .................. 0.3346 GHz
  Fraction of the cycle the final worst path needs .................. 0.5639
  Final setup viols .................. 0

Setup path
  Critical-path maximum fanout .................. 20
  Worst R2R Start .................. column[0]
  Worst reg2reg setup slack .................. 2.31 ns
  Number of cells on the worst reg-to-reg path .................. 8
  Required time reported for the critical path endpoint .................. 5.46 ns
  Arrival time at the worst endpoint .................. 3.15 ns
  Critical Path Start .................. column[0]
  Endpoint of the worst setup timing path .................. currentValue[4]
  End of the worst register-to-register path .................. currentValue[4]
  Path type of the worst setup path .................. flop to flop
  Sort of element at the start of the critical path .................. flop
  CP endpoint kind .................. flop

Floorplanning
  Initial Util .................. 0.3130
  Chip height .................. about 75 um
  Horizontal die size .................. 75.24 um
  Total die area .................. 0.005660 mm^2
  Floorplan row count .................. 26
  Floorplan core area .................. approximately 0.0051 mm^2
  Number of top-level pins .................. 60

Route
  Average via count per standard cell .................. 5.512
  DRC viols .................. 0
  Ant diodes .................. 0
  Via total after detailed routing .................. 1775
  Number of nets with antenna violations after detailed routing .................. 0
  TritonRoute pass-1 iters .................. 4
  Average detailed-routed wire length per instance .................. 15.19 um
  First-iteration detailed-routing DRC count .................. roughly 160
  Overall routed net length .................. between 4000 and 5000 um

Pwr
  P_sw .................. 0.06226 mW
  Power density relative to cell area .................. 122.0 mW/mm^2
  Power Internal .................. ~0.21 mW
  Switching power share of the total .................. 0.2267
  LEAKAGE .................. approximately 0.84 nW
  Worst vdd ir .................. 0.06554 mV
  Power share of the sequential group .................. 0.419
  Clock power frac .................. 0.323
  Proportion of power drawn by combinational gates .................. 0.258
  Total design power .................. 0.2747 mW

Job
  Number of warnings in the stage logs .................. 32
  Total of max-cap violations .................. 0

GRT
  Maximum number of pins on one net before global-route repair .................. 24
  Initial antenna violation count .................. 0
  Aggregate global-route resource usage .................. 0.1795
  Wire length of the first global-routing pass .................. 7755 um
  Congestion Overflow GR .................. 0
  Vias in the first global route .................. 1549

Logic synthesis
  Number of register bits inferred by synthesis .................. 14
  Fraction of the yosys area taken by sequential cells .................. 0.2224
  Max-area cell share .................. 0.1244
  Warnings from Yosys .................. 1
  Cell area after synthesis .................. 0.001609 mm^2
  Share of flip-flops with an asynchronous set or reset .................. 1.000
  Count of different cell masters after synthesis .................. 55
  Number of enable flip-flop cells .................. 0
  Cell taking the most area after synthesis .................. dfrtp_1
  Top post-synthesis cells by area .................. dfrtp_1 12%, dfstp_2 9.8%, a222oi_1 6.2%
  Predominant post-synthesis flop cell .................. dfrtp_1
  Count of instantiated cells in the yosys netlist .................. 205
  Mean post-synth cell area .................. 7.849 um^2
  Post-synth area from yosys stat .................. ~0.0016 mm^2
  Gate count of the mapped netlist .................. 205

Place
  Port Buffers .................. 56
  Last weighted congestion value of the routability-driven placer .................. between 0.8 and 0.9
  Final HPWL from detailed placement .................. 3690 um

Worst hold path
  Count of cells along the worst hold path .................. 1
  Worst hold path class .................. flop to flop
-- how the worst min path moves through the flow --
stage          start  endpoint  slack, ns
CTS           submit    submit       0.48
finish        submit    submit       0.47
global route  submit    submit       0.50
-- cell type report --
type / instances / area, um^2 / area share
inverter: 6 / 22.52 / 0.01000
tap: 70 / 87.58 / 0.03889
multi-input combinational: 171 / 1171 / 0.5200
clock buffer: 4 / 45.04 / 0.02000
timing repair buffer: 57 / 568.0 / 0.2522
sequential: 14 / 357.8 / 0.1589
-- layer usage --
layer	up-vias	track usage	routed length, um
li1	902	-	-
met1	802	0.2965	2478
met2	66	0.2743	2105
met3	5	0.005427	259
met4	0	0.01646	49
met5	-	0	0
-- worst max-delay path: stages (launching register included) --
cell       delay, ns
dfrtp_1         0.41
inv_1           0.12
ha_1            0.46
or4_4           0.67
nand2_4         0.15
mux2i_1         0.36
nand4_2         0.18
or3b_1          0.42
o2111ai_1       0.12
-- power groups by stage --
stage | Combinational (mW) | Sequential, mW | Clock, mW
after global routing | 0.0771 | 0.116 | 0.0957
after CTS | 0.0711 | 0.115 | 0.0904
final | 0.0709 | 0.115 | 0.0887
-- Yosys cell counts (3+ instances only) --
cell	n
dfrtp_1	8
and3_1	3
mux2i_1	4
dfstp_2	6
a21oi_1	13
o21ai_0	16
ha_1	6
nand2_1	16
a221oi_1	3
nand3_1	11
o2111ai_1	3
a222oi_1	10
a32oi_1	4
nor2_1	17
nor3_1	4
a21o_1	3
a22oi_1	7
nand2b_1	6
buf_2	4
clkbuf_1	8
a211oi_1	4
a31oi_1	3
inv_1	6
-- sequential cells by signal (all words and copies together), names as in the netlist --
name          count
column            3
state             3
currentValue      7
submit            1
-- kinds of logic after synthesis --
| group | Yosys count | share of synthesized area |
|---|---|---|
| simple gates | 75 | 0.2605 |
| flops | 14 | 0.2224 |
| fa+ha+maj | 6 | 0.04666 |
| xor+xnor | 2 | 0.01089 |
| compound gates | 83 | 0.3756 |
| mux | 5 | 0.03421 |
| buf+inv | 20 | 0.04977 |
-- stage by stage --
| stage | cell area [um^2] | cells | worst slack (ns) | hold slack [ns] |
|---|---|---|---|---|
| 2_1_floorplan | 1609 | 205 | 2.934 | 0.4259 |
| 3_3_place_gp | 2207 | 318 | 2.344 | 0.4605 |
| 3_5_place_dp | 2207 | 318 | 2.336 | 0.4658 |
| 4_1_cts | 2252 | 322 | 2.304 | 0.4773 |
| 5_1_grt | 2252 | 322 | 2.097 | 0.4982 |
| 6_report | 2252 | 322 | 2.312 | 0.4720 |
Power and IR drop assume default switching activity.
