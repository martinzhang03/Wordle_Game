### flow/design.v
`timescale 1ns / 1ps
module getColors( 
  input clk,
	input [34:0] display,		 
	input [2:0] col, 
  input submitted,
	input [24:0] current_word, 
  input [4:0] sw,
	output [6:0] output_letter
);
			wire [6:0] chosen_words[4:0]; 
			wire [4:0] current_letter[4:0]; 
      assign chosen_words[0] = display[6:0];
      assign chosen_words[1] = display[13:7];
      assign chosen_words[2] = display[20:14];
      assign chosen_words[3] = display[27:21];
      assign chosen_words[4] = display[34:28]; 
      assign current_letter[0] = current_word[4:0]; 
      assign current_letter[1] = current_word[9:5]; 
      assign current_letter[2] = current_word[14:10]; 
      assign current_letter[3] = current_word[19:15]; 
      assign current_letter[4] = current_word[24:20];  
      reg [6:0] chosen_letter; 
      always @(posedge clk) 
      begin 
            chosen_letter <= chosen_words[col]; 
            if(submitted) 
            begin 
              chosen_letter <= {chosen_letter[6:5], sw[4:0]}; 
            end
            if (chosen_letter[4:0] == current_letter[col]) 
            begin 
                chosen_letter <= {2'b01, chosen_letter[4:0]}; 
            end 
            else 
            begin 
                if (col == 0) 
                begin 
                    if (chosen_letter[4:0] == current_letter[1]) 
                    begin 
                        chosen_letter[6:5] <= 2'b10; 
                    end 
                    else if (chosen_letter[4:0] == current_letter[2]) 
                    begin 
                        chosen_letter[6:5] <= 2'b10; 
                    end 
                    else if (chosen_letter[4:0] == current_letter[3]) 
                    begin 
                        chosen_letter[6:5] <= 2'b10; 
                    end 
                    else if (chosen_letter[4:0] == current_letter[4]) 
                    begin 
                        chosen_letter[6:5] <= 2'b10; 
                    end 
                end 
                else if (col == 1) 
                begin 
                    if (chosen_letter[4:0] == current_letter[0]) 
                    begin 
                        chosen_letter[6:5] <= 2'b10; 
                    end 
                    else if (chosen_letter[4:0] == current_letter[2]) 
                    begin 
                        chosen_letter[6:5] <= 2'b10; 
                    end 
                    else if (chosen_letter[4:0] == current_letter[3]) 
                    begin 
                        chosen_letter[6:5] <= 2'b10; 
                    end 
                    else if (chosen_letter[4:0] == current_letter[4]) 
                    begin 
                        chosen_letter[6:5] <= 2'b10; 
                    end 
                end 
                else if (col == 2) 
                begin 
                    if (chosen_letter[4:0] == current_letter[0]) 
                    begin 
                        chosen_letter[6:5] <= 2'b10; 
                    end 
                    else if (chosen_letter[4:0] == current_letter[1]) 
                    begin 
                        chosen_letter[6:5] <= 2'b10; 
                    end 
                    else if (chosen_letter[4:0] == current_letter[3]) 
                    begin 
                        chosen_letter[6:5] <= 2'b10; 
                    end 
                    else if (chosen_letter[4:0] == current_letter[4]) 
                    begin 
                        chosen_letter[6:5] <= 2'b10; 
                    end 
                end 
                else if (col == 3) 
                begin 
                    if (chosen_letter[4:0] == current_letter[0]) 
                    begin 
                        chosen_letter[6:5] <= 2'b10; 
                    end 
                    else if (chosen_letter[4:0] == current_letter[1]) 
                    begin 
                        chosen_letter[6:5] <= 2'b10; 
                    end 
                    else if (chosen_letter[4:0] == current_letter[2]) 
                    begin 
                        chosen_letter[6:5] <= 2'b10; 
                    end 
                    else if (chosen_letter[4:0] == current_letter[4]) 
                    begin 
                        chosen_letter[6:5] <= 2'b10; 
                    end 
                end 
                else 
                begin 
                    if (chosen_letter[4:0] == current_letter[0]) 
                    begin 
                        chosen_letter[6:5] <= 2'b10; 
                    end 
                    else if (chosen_letter[4:0] == current_letter[1]) 
                    begin 
                        chosen_letter[6:5] <= 2'b10; 
                    end 
                    else if (chosen_letter[4:0] == current_letter[2]) 
                    begin 
                        chosen_letter[6:5] <= 2'b10; 
                    end 
                    else if (chosen_letter[4:0] == current_letter[3]) 
                    begin 
                        chosen_letter[6:5] <= 2'b10; 
                    end 
                end 
            end  
       end 
            assign output_letter = chosen_letter; 
endmodule 
### flow/run.sh
#!/bin/bash
# OpenROAD 26Q1-2900-gdf79404cd8, Yosys 0.63+post, stock flow scripts
make -C /OpenROAD-flow-scripts/flow DESIGN_CONFIG=/design/flow/config.mk WORK_HOME=/design/flow/orfs finish
### flow/config.mk
export PLATFORM = sky130hd
export DESIGN_NAME = getColors
export DESIGN_NICKNAME = getColors
export VERILOG_FILES = /design/flow/design.v
export SDC_FILE = /design/flow/constraint.sdc
export NUM_CORES = 4
export LEC_CHECK = 1
export CORE_AREA = 10 10 88 88
export DIE_AREA = 0 0 98 98
### flow/constraint.sdc
current_design getColors

set clk_period 4.2
set clk_io_pct 0.2

create_clock -name clk0 -period $clk_period [get_ports {clk}]

set non_clock_inputs [all_inputs -no_clocks]
set_input_delay [expr $clk_period * $clk_io_pct] -clock clk0 $non_clock_inputs
set_output_delay [expr $clk_period * $clk_io_pct] -clock clk0 [all_outputs]
==> impl_metrics.tcl <==
# yosys + openroad results
set metrics [dict create \
    outcome "finished clean" \
    lay_top_cells "76 x clkdlybuf4s50_1, 18 x xor2_1, 12 x xnor2_1" \
    cp_slowest_cell "mux4_2" \
    hold_path_class "reg -> reg" \
    dp_hpwl_um 4300 \
    drive_above_1_share_pct 6.76 \
    ys_cells 156 \
    grt_pass1_vias 1481 \
    top_cells_by_area "xor2_1 12%, edfxtp_1 12%, xnor2_1 8.3%" \
    met2_length_um 2340 \
    top_layer "met4" \
    finalPower_uw 433 \
    setup_viol 0 \
    core_area_mm2 0.00592 \
    path_class "in -> reg" \
    portBuffers 76 \
    holdWs_ns 0.614 \
    areaGrowthSynthToFinish_pct 65.1 \
    numCtsBuffers 3 \
    grt_max_degree 24 \
    diodes 0 \
    firstDrtPassIters 4 \
    synth-edff-count 5 \
    period_used_pct 71.3 \
    ys_seq_share_pct 15.0 \
    max-slew-margin-rel_pct 57.0 \
    vias_per_cell 4.81 \
    warnings 25 \
    vdd_drop_max_mv 0.0931 \
    clk_latency_ns 0.22 \
    cts_tree "done" \
    cts_resized 0 \
    grt_pass1_wl_um 8220 \
    worst_pin_slew_ns 0.643 \
    cp-end-kind "flip-flop" \
    post-cts-setup-buffers 0 \
    syn_inst 156 \
    ys_ff 7 \
    rsz0062_at_grt "false" \
    finClkSkew_ns 0.00358 \
    hold_violations 0 \
    synth_chip_area_mm2 0.00127 \
    powerDensity_mw_per_mm2 207 \
    async_flop_share_pct 0 \
    wl_met3_um 458 \
    cts_max_level 1 \
    routabilityCongestion 0.919 \
    syn_area_per_cell_um2 8.14 \
    reg_top3 "chosen_letter: 7 flops" \
    pin_count 77 \
    clock_sinks 7 \
    cts_hold_buf 0 \
    vias 1428 \
    grt_use_total_pct 10.5 \
    final_common_cell "clkdlybuf4s50_1" \
    initCoreUtil_pct 21.4 \
    wl_um 5090 \
    drc 0 \
    antenna_left 0 \
    ff_type "edfxtp_1" \
    cp_max_fo 22 \
    cts_buffer_depth 2 \
    cts_root_buffer "clkbuf_8" \
    fin_setup_tns_ns 0 \
    max_freq_mhz 334 \
    power_leakage_uw 0.000758 \
    post-synth-top-area-fraction_pct 12.4 \
    path_clk_slew_ns 0.04 \
    arrival_ns 2.95 \
    synth_warnings 1 \
    antenna_found_initial 0 \
    die_h_um 98 \
    grt.overflow.total 0 \
    dieArea_mm2 0.00960 \
    wirelength_met1_um 2270 \
    crit_buf_inv 3 \
    largest_reg_flops 7 \
    dieWidth_um 98 \
    min_period_ns 2.99 \
    cp_top_family "buffers and inverters" \
    drv_slew 0 \
    rrSetupSlack_ns 2.21 \
    yosys.cell_types.count 36 \
    routedWlPerCell_um 17.1 \
    regMostFlops "chosen_letter" \
    row_count 28 \
    yosysTopAreaCell "xor2_1" \
    worstSetupStartpointType "primary input" \
    cap_violations 0 \
    max_stage_delay_ns 0.55 \
    drt_iter0_markers 111 \
    worstPathRequired_ns 4.16 \
    path_cells "clkdlybuf4s50_1 > buf_4 > mux4_2 > xor2_1 > o31ai_2 > a41o_1 > inv_1" \
    netlist_area_mm2 0.00127 \
]
power by group:
part | leakage, uW | switching [uW] | total [uW] | internal [uW]
logic | 0.000666 | 84.9 | 228 | 143
registers | 0.0000693 | 24.7 | 114 | 89.1
clock network | 0.0000228 | 26.0 | 91.3 | 65.4
total | 0.000758 | 135 | 433 | 298
Yosys cell counts, types with 3 or more instances:
library cell / n
clkbuf_1: 3
nor2_1: 9
a21oi_1: 6
xor2_1: 18
nor3_1: 5
nor2b_1: 4
a221o_1: 4
mux4_2: 4
a22o_1: 4
mux2_2: 4
mux2i_1: 5
o22ai_1: 4
a221oi_1: 4
nand2_1: 10
xnor2_1: 12
buf_2: 10
a22oi_1: 8
nand3_1: 10
edfxtp_1: 5
o21ai_0: 7
cell families (layout without fill, tap and decap cells):
kind of cell | Yosys count | after routing | synth area share [%]
AOI/OAI and AO/OA | 44 | 44 | 25.5
and+or+nand+nor | 44 | 44 | 16.5
xor gates and xnor gates | 30 | 30 | 20.7
buffers and inverters | 18 | 84 | 7.78
muxes | 13 | 13 | 14.6
DFF | 7 | 7 | 15.0
worst reg2reg max path, stage by stage, from the launching register on:
cell and delay, ns:
edfxtp_1 0.53, xor2_1 0.32, mux2i_1 0.11, a22oi_1 0.25, o31ai_2 0.09, a41o_1 0.22
inv_1 0.17
stage by stage:
stage	area [um^2]	setup slack (ns)	instances	util [%]
CTS	2100	1.20	297	35.4
detailed placement	2050	0.960	293	34.7
floorplan	1270	1.81	156	-
global placement	2050	1.00	293	34.7
global route	2100	1.06	297	35.4
finish	2100	1.21	297	35.4
worst paths after layout:
| check | startpoint | endpoint | depth (start not counted) |
|---|---|---|---|
| max reg2reg | chosen_letter[3] | chosen_letter[2] | 6 |
| min reg2reg | chosen_letter[6] | chosen_letter[6] | 2 |
| max | col[0] | chosen_letter[2] | 7 |
| min | chosen_letter[6] | chosen_letter[6] | 2 |
layout make-up:
type / count / area, um^2
fillers: 595 / 3820
multi-input cells: 131 / 981
repair buffers: 79 / 783
flip-flops and latches: 7 / 190
well taps: 75 / 93.8
clock buffers: 4 / 45.0
inverters: 1 / 3.75
routing by layer:
layer	GRT usage, %	up-vias
li1	-	720
met1	13.9	649
met2	16.4	57
met3	4.27	2
met4	0.447	0
met5	0	-
Power and IR drop assume default switching activity.
